==> flow/config.mk <==
export PLATFORM = sky130hd
export DESIGN_NAME = binary2bcd
export DESIGN_NICKNAME = binary2bcd
export VERILOG_FILES = /design/flow/design.v
export SDC_FILE = /design/flow/constraint.sdc
export NUM_CORES = 4
export LEC_CHECK = 1
export CORE_UTILIZATION = 50
==> flow/constraint.sdc <==
current_design binary2bcd

set clk_period 4.5
set clk_io_pct 0.2

create_clock -name clk0 -period $clk_period [get_ports {clk}]

set non_clock_inputs [all_inputs -no_clocks]
set_input_delay [expr $clk_period * $clk_io_pct] -clock clk0 $non_clock_inputs
set_output_delay [expr $clk_period * $clk_io_pct] -clock clk0 [all_outputs]
==> flow/design.v <==
module binary2bcd (binary_input, d3, d2, d1, d0, clk, n_rst);
input clk, n_rst;
input [12-1:0] binary_input;
output reg [4-1:0] d3, d2, d1, d0;
localparam S0 = 2'b00;
localparam S1 = 2'b01;
localparam S2 = 2'b10;
reg [2-1:0] status;
reg [4-1:0] A,B,C,D;  
reg [12-1:0] input_reg;
integer cycle;
always @(posedge clk or negedge n_rst)
begin
	if(!n_rst)
		status <= S0;
	else
	begin
		d0 <= d0;
		d1 <= d1;
		d2 <= d2;
		d3 <= d3;
		case(status)
		S0:
		begin
			cycle <= 0;
			A <= 4'b0;
			B <= 4'b0;
			C <= 4'b0;
			D <= 4'b0;
			input_reg <= binary_input;  
			status <= S1;
		end	
		S1:
		begin
			if(A >= 3'd5)
				A = A + 4'd3;
			if(B >= 3'd5)
				B = B + 4'd3;
			if(C >= 3'd5)
				C = C + 4'd3;
			if(D >= 3'd5)
				D = D + 4'd3;
			A = A << 1;
			A[0] = B[4-1];
			B = B << 1;
			B[0] = C[4-1];
			C = C << 1;
			C[0] = D[4-1];
			D = D << 1;
			D[0] = input_reg[12-1-cycle];
			if(cycle >= 11)
				status <= S2;
			else 
			begin
				status <= S1;
				cycle <= cycle + 1;  
			end	
		end
		S2:
		begin
			d0 <= D;
			d1 <= C;
			d2 <= B;
			d3 <= A;
			status <= S0;
		end
		endcase;
	end
end
endmodule 
==> flow/run.sh <==
#!/bin/bash
# OpenROAD 26Q1-2900-gdf79404cd8, Yosys 0.63+post, stock flow scripts
make -C /OpenROAD-flow-scripts/flow DESIGN_CONFIG=/design/flow/config.mk WORK_HOME=/design/flow/orfs finish
==> flow_summary.toml <==
# flow metrics
[placed_design]
dp_slack_ns = 1.40
dpl.cell_count = 437
place.detailed.hpwl_mm = 4.32
io_buffers = 29
placed_area_um2 = 4250
place.gp.congestion = 0.766

[critical_path]
rr_startpoint = "cycle[0]"
start_kind = "input pin"
r2r_cells = 6
required_ns = 4.56
rr_endpoint = "cycle[21]"
crit_path_max_fanout = 18
critPathKind = "input pin to flop"
cp.arrival_ns = 2.75
reg2reg_slack_ns = 1.84
end_kind = "flop"

[final_layout]
fillers = 573
flop_area_um2 = 2360
final_area_um2 = 4470
fin_cells = 453
largest_reg_flops = 32
areaGrowthSynthToFinish_pct = 16.1
lay_top_count = "edfxtp_1"
layout.cells.most_common_list = "edfxtp_1 (76), clkdlybuf4s50_1 (29), nor2_1 (24), nand2_1 (24), a21oi_1 (23)"
drive_gt1_share_pct = 7.34
layout.area.comb_um2 = 1380

[floorplan]
num_io_pins = 30
die_area_um2 = 8060
chipWidth_um = 89.8
die_h_um = 89.8
core_region_area_um2 = 7330
initCoreUtil_pct = 52.5
rows = 31

[status]
status = "finished, final reports clean"

[synthesis]
top_area_share_pct = 59.3
yosys-top-cells-area = "edfxtp_1 (59%), ha_1 (3.6%), a21oi_1 (3.0%)"
yosysUniqueCellTypes = 36
compound_area_share_pct = 9.55
ys_sh_mux_pct = 2.27
syn_area_per_cell_um2 = 12.1
synthSimpleGateAreaFrac_pct = 16.5
synthesis.area_um2 = 3850
ys_ff = 79
yosys_cells = 317
yosysWarnings = 1
syn_inst = 317
ys_seq_share_pct = 61.2
adder_share_pct = 3.57
ys_sh_xor_pct = 3.87
yosysChipArea_um2 = 3850
largest_area_cell = "edfxtp_1"
topCombFamilyByArea = "simple AND/OR/NAND/NOR gates"

[route]
drtAntennaViolNets = 0
insertedDiodeCount = 0
via_count = 2519
wirelength_mm = 6.65
drt_iter0_drc = 114
drt_pre_antenna_iters = 4
wl_per_cell_um = 14.7
drt-vias-per-instance = 5.56
route.detailed.drc = 0

[timing]
period_minus_slack_ns = 2.70
drv_slew = 0
setup_viol = 0
rsz0062_at_grt = "no"
worst_pin_slew_ns = 0.729
final.period_utilization_pct = 60.0
max_slew_margin_pct = 51.4
finalHoldViolations = 0
worst_slack_ns = 1.80
timing.fmax_ghz = 0.371
tns_ns = 0
fin_skew_ns = 0.0104

[global_route]
grt-ovfl-total = 0
antenna_found_initial = 0
grt.total_usage_pct = 19.4
grt_pass1_wl_mm = 11.7
grt_max_degree = 43
grt_pass1_vias = 2427

[clock_tree]
ctsHoldBuffers = 0
cts-root-buf = "clkbuf_8"
cts_sinks = 79
cts_tree = "built"
insertion_delay_ns = 0.35
clockBufferDepth = 2
cts_resized = 0
path_clk_slew_ns = 0.08
post-cts-setup-buffers = 0
h-tree-depth = 3
cts-buffers-inserted = 9

[hold_path]
hold_depth = 0
whs_endpoint = "status[0]"
hp-start = "status[1]"
min_path_type = "flop to flop"

[job]
maxCapViolations = 0
tool_warnings = 31

[power]
power_leakage_nw = 1.53
peakVddDrop_v = 0.000233
total_power_mw = 1.39
power_density_nw_per_um2 = 312
[worst max path at each step]
stage | end | startpoint | slack [ns]
CTS | cycle[18] | cycle[0] | 1.77
global route | cycle[9] | cycle[0] | 1.62
finish | cycle[21] | n_rst | 1.80
[where the power goes]
| group | switching [mW] | internal (mW) | leakage, nW |
|---|---|---|---|
| combinational | 0.00185 | 0.00972 | 0.524 |
| clock | 0.258 | 0.329 | 0.110 |
| sequential | 0 | 0.794 | 0.891 |
| total | 0.260 | 1.13 | 1.53 |
[cell usage after synthesis]
library cell / count
edfxtp_1: 76
nand2_1: 24
nor2_1: 24
a21oi_1: 23
inv_1: 16
o31ai_1: 13
or4_1: 13
ha_1: 11
o21ai_0: 10
xnor2_1: 10
clkbuf_1: 9
nand3_1: 9
nand4_1: 8
nor4_1: 8
xor2_1: 7
nand2b_1: 6
a211oi_1: 5
a21o_1: 5
and3_1: 5
or3_1: 5
and2_1: 4
and4_1: 4
mux4_2: 3
nor3_1: 3
dfrtp_1: 2
mux2i_1: 2
o21a_1: 2
or2_2: 2
a22oi_1: 1
buf_4: 1
buf_6: 1
clkinv_1: 1
dfstp_2: 1
nand4_2: 1
o21bai_1: 1
or4_4: 1
[per-stage QoR]
step	hold WS (ns)	util, %
floorplan	0.347	-
global placement	0.355	57.9
detailed placement	0.357	57.9
CTS	0.385	61.0
global route	0.397	61.0
finish	0.382	61.0
[routing by layer]
metal	vias up	wire [µm]	track usage [%]	part of all wire, %
met1	1206	3390	35.2	51
li1	1262	-	-	-
met2	42	2960	27.7	44
met3	9	207	4.30	3.1
met4	0	101	2.46	1.5
met5	-	0	0	0
[logic make-up (layout without fill, tap and decap cells)]
group / count (synthesis) / count (layout)
AOI/OAI and AO/OA: 60 / 60
xor gates and xnor gates: 17 / 17
adders and majority gates: 11 / 11
buffers and inverters: 28 / 65
DFF: 79 / 79
muxes: 5 / 5
and+or+nand+nor: 117 / 117
[critical path, cell delays in order]
cell and delay, ns:
clkdlybuf4s50_1 0.56, o21a_1 0.15, buf_4 0.23, o21a_1 0.64, buf_12 0.25
[cell type report]
| cell class | instances | share of cell area [%] |
|---|---|---|
| clock buffers | 11 | 3.16 |
| inverters | 17 | 1.43 |
| clock inverters | 5 | 1.82 |
| multi-input cells | 210 | 30.8 |
| repair buffers | 32 | 7.28 |
| well taps | 99 | 2.77 |
| flip-flops and latches | 79 | 52.8 |
Power figures rest on the tool's default switching activity, not on a simulated workload.
