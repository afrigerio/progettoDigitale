`./config.mk`:
```
export PLATFORM = sky130hd
export DESIGN_NAME = bipenable
export DESIGN_NICKNAME = bipenable
export VERILOG_FILES = /design/flow/design.v
export SDC_FILE = /design/flow/constraint.sdc
export NUM_CORES = 4
export LEC_CHECK = 1
export CORE_UTILIZATION = 50
```
`./constraint.sdc`:
```
current_design bipenable

set clk_period 4.4
set clk_io_pct 0.2

create_clock -name clk0 -period $clk_period [get_ports {clk}]

set non_clock_inputs [all_inputs -no_clocks]
set_input_delay [expr $clk_period * $clk_io_pct] -clock clk0 $non_clock_inputs
set_output_delay [expr $clk_period * $clk_io_pct] -clock clk0 [all_outputs]
```
`./design.v`:
```
module bipenable (binary_dst, clk, n_rst, bip_en, motor_en, duty_cycle);
input clk, n_rst;
input [12-1:0] binary_dst;
output reg bip_en, motor_en;
output reg [8-1:0] duty_cycle;
localparam SEVEN_CENT = 12'd70;
localparam EIGHT_POINT_FIVE_CENT = 12'd85;
localparam TEN_CENT = 12'd100;
localparam TWELVE_CENT = 12'd120;
localparam FIFTEEN_CENT = 12'd150;
localparam TWENTY_CENT = 12'd200;
localparam TWENTYFIVE_CENT = 12'd250;
localparam THIRTY_CENT = 12'd300;
localparam FOURTY_CENT = 12'd400;
localparam FIFTY_CENT = 12'd500;
localparam SEVENTY_CENT = 12'd700;
localparam ONE_HZ = 26'd50000000;
localparam TWO_HZ = 26'd25000000;
localparam THREE_HZ = 26'd16666666;
localparam FOUR_HZ = 26'd12500000;
localparam FIVE_HZ = 26'd10000000;
localparam SIX_HZ = 26'd8333334;
localparam SEVEN_HZ = 26'd7142858;
localparam EIGHT_HZ = 26'd6250000; 
localparam NINE_HZ = 26'd5555556;
localparam TEN_HZ = 26'd5000000;
localparam ELEVEN_HZ = 26'd4545454;
reg [26-1:0] counter, counter_max;
reg status;
reg sound_enable;
localparam S0 = 1'b0;
localparam S1 = 1'b1;
localparam duty_max = 8'd45;
always @ (binary_dst)
begin
	motor_en = 1'b1;
	sound_enable = 1'b1;
	duty_cycle = duty_max-8'd20;  
	if (binary_dst > SEVENTY_CENT)
	begin
			counter_max = 26'b0;
			sound_enable = 1'b0;
	end
	else if (binary_dst <= SEVENTY_CENT && binary_dst > FIFTY_CENT)
	begin
		counter_max = ONE_HZ;
		duty_cycle = duty_max-8'd18;
	end
	else if (binary_dst <= FIFTY_CENT && binary_dst > FOURTY_CENT)
	begin
		counter_max = TWO_HZ;
		duty_cycle = duty_max-8'd16;
	end
	else if (binary_dst <= FOURTY_CENT && binary_dst > THIRTY_CENT)
	begin
		counter_max = THREE_HZ;
		duty_cycle = duty_max-8'd14;
	end
	else if (binary_dst <= THIRTY_CENT && binary_dst > TWENTYFIVE_CENT)
	begin
		counter_max = FOUR_HZ;
		duty_cycle = duty_max-8'd12;
	end
	else if (binary_dst <= TWENTYFIVE_CENT && binary_dst > TWENTY_CENT)
	begin
		counter_max = FIVE_HZ;
		duty_cycle = duty_max-8'd10;
	end
	else if (binary_dst <= TWENTY_CENT && binary_dst > FIFTEEN_CENT)
	begin
		counter_max = SIX_HZ;
		duty_cycle = duty_max-8'd8;
	end
	else if (binary_dst <= FIFTEEN_CENT && binary_dst > TWELVE_CENT)
	begin
		counter_max = SEVEN_HZ;
		duty_cycle = duty_max-8'd6;
	end
	else if (binary_dst <= TWELVE_CENT && binary_dst > TEN_CENT)
	begin
		counter_max = EIGHT_HZ;
		duty_cycle = duty_max-8'd4;
	end
	else if (binary_dst <= TEN_CENT && binary_dst > EIGHT_POINT_FIVE_CENT)
	begin
		counter_max = NINE_HZ;
		duty_cycle = duty_max-8'd2;
	end
	else if (binary_dst <= EIGHT_POINT_FIVE_CENT && binary_dst > SEVEN_CENT)
	begin
		counter_max = TEN_HZ;
		duty_cycle = duty_max;
	end
	else if (binary_dst <= SEVEN_CENT)
	begin
		counter_max = ELEVEN_HZ;
		motor_en = 1'b0;
		duty_cycle = 8'd100;  
	end
	else
		counter_max = 26'b0;
end
always @ (posedge clk or negedge n_rst)
begin
	if(!n_rst)
	begin
		counter <= 26'b0;
		bip_en <= 1'b0;
		status <= S0;
	end
	else
	begin
		if(sound_enable)
		begin
			counter <= counter + 26'b1;
			case (status)
			S0:
			begin
				if(counter >= counter_max / 2)
				begin
					status <= S1;
					bip_en <= 1'b1;
				end
				else
				begin
					status <= S0;
					bip_en <= 1'b0;
				end	
			end
			S1:
			begin
				if(counter >= counter_max)
				begin
					status <= S0;
					bip_en <= 1'b0;
					counter <= 26'b0;
				end
				else
				begin
					status <= S1;
					bip_en <= 1'b1;
				end	
			end
			default:
			begin
				status <= S0;
				bip_en <= 1'b0;
				counter <= 26'b0;
			end	
			endcase
		end
		else
		begin
			status <= S0;
			bip_en <= 1'b0;
			counter <= 26'b0;
		end
	end
end
endmodule 
```
`./run.sh`:
```
#!/bin/bash
# OpenROAD 26Q1-2900-gdf79404cd8, Yosys 0.63+post, stock flow scripts
make -C /OpenROAD-flow-scripts/flow DESIGN_CONFIG=/design/flow/config.mk WORK_HOME=/design/flow/orfs finish
```
==> flow_metrics.env <==
# source this file to load flow results
export IMPL_status="complete, no violations"
export IMPL_areaGrowthSynthToFinish_pct=38.9
export IMPL_path_max_fanout=14
export IMPL_min_to="counter[0]"
export IMPL_pwr_share_seq_pct=38.3
export IMPL_drive_above_1_share_pct=27.8
export IMPL_die_w_um=79.4
export IMPL_pwr_share_comb_pct=38.2
export IMPL_combGateArea_um2=2440
export IMPL_grt_usage_pct=26.8
export IMPL_root_buffer="clkbuf_8"
export IMPL_maxCapViolCount=0
export IMPL_peakVddDrop_uv=160
export IMPL_finalHoldViolCount=0
export IMPL_warning_count=27
export IMPL_fp_util_pct=53.1
export IMPL_grtUsageMet3_pct=2.09
export IMPL_grt_use_met1_pct=42.1
export IMPL_p_leak_nw=1.95
export IMPL_finalSetupViolations=0
export IMPL_boundaryPins=24
export IMPL_antenna_left=0
export IMPL_synthesis_area_um2=2990
export IMPL_gp_congestion=0.898
export IMPL_grt_pass1_vias=2748
export IMPL_grtUsageMet2_pct=43.1
export IMPL_synth_chip_area_um2=2990
export IMPL_core_area_um2=5640
export IMPL_htreeDepth=1
export IMPL_crit_type="in2reg"
export IMPL_yosys_cells=369
export IMPL_clock_sinks=27
export IMPL_vias_per_cell=5.70
export IMPL_cts_buffer_depth=2
export IMPL_place_port_buffers=22
export IMPL_dp_worst_setup_slack_ns=-0.502
export IMPL_ys_async_sr_fraction_pct=100
export IMPL_yosysUniqueCellTypes=57
export IMPL_worst_setup_path_start_kind="primary input"
export IMPL_gr_total_overflow=0
export IMPL_rsz0062_at_grt="yes"
export IMPL_setup_slack_ns=0.133
export IMPL_finalMaxSlewViolations=0
export IMPL_antenna_found_initial=0
export IMPL_fin_skew_ns=0.0146
export IMPL_dieArea_um2=6300
export IMPL_avgRoutedWirePerCell_um=14.9
export IMPL_num_vias=3080
export IMPL_hold_class="reg2reg"
export IMPL_cp_required_ns=4.59
export IMPL_switching_share_pct=31.8
export IMPL_busiest_layer="met2"
export IMPL_postCtsHoldBufs=0
export IMPL_power_density_nw_per_um2=157
export IMPL_first_pass_iters=4
export IMPL_fp_row_count=27
export IMPL_synth_edff_count=0
export IMPL_intPower_w=0.000447
export IMPL_seq_area_um2=676
export IMPL_timing_fmax_ghz=0.234
export IMPL_slew_headroom_pct=39.2
export IMPL_n_fill_cell=423
export IMPL_die_h_um=79.4
export IMPL_finalCriticalPeriod_ns=4.27
export IMPL_timing_rr_end="counter[7]"
export IMPL_grt_pass1_wl_um=13100
export IMPL_yosysWarnings=1
export IMPL_r2r_slack_ns=2.11
export IMPL_ys_ff=27
export IMPL_end_kind="flip-flop"
export IMPL_dp_hpwl_um=6360
export IMPL_synth_avg_cell_area_um2=8.11
export IMPL_fin_util_pct=73.7
export IMPL_yosysSeqAreaShare_pct=22.6
export IMPL_clockPowerShare_pct=23.5
export IMPL_critPathArrivalTime_ns=4.45
export IMPL_antenna_cells=0
export IMPL_tightestPinTransition_ns=0.905
export IMPL_clock_latency_ns=0.28
export IMPL_drt_iter0_markers=110
export IMPL_rr_worst_depth=9
export IMPL_cts_buffers=3
export IMPL_synth_main_ff_cell="dfrtp_1"
export IMPL_min_path_cells=1
export IMPL_synth_cells=369
export IMPL_p_sw_w=0.000208
export IMPL_wirelength_um=8040
export IMPL_period_used_pct=97.0
export IMPL_hold_start="counter[0]"
export IMPL_cts_tree="built"
export IMPL_grt_start_max_net_pins=28
export IMPL_rr_startpoint="counter[3]"
export IMPL_p_total_w=0.000655
export IMPL_clk_pin_slew_ns=0.11
export IMPL_drc=0
kinds of logic (layout without fill, tap and decap cells):
group | count (synthesis) | in the layout | synth area share [%]
flops | 27 | 27 | 22.6
compound gates | 76 | 76 | 16.7
simple gates | 170 | 170 | 29.5
fa+ha+maj | 51 | 51 | 21.3
xor+xnor | 24 | 24 | 7.02
other cells | 1 | 1 | 0.125
buf+inv | 20 | 119 | 2.80
power by group through the flow:
stage         Sequential [W]  Combinational (W)  Clock, W
CTS                 0.000251           0.000223  0.000156
global route        0.000251           0.000275  0.000170
finish              0.000251           0.000250  0.000154
metrics by stage:
stage / std cells / TNS [ns] / hold slack [ns] / area (µm²)
finish: 540 / 0 / 0.564 / 4160
global placement: 530 / -11.91 / 0.548 / 3850
detailed placement: 530 / -13.27 / 0.557 / 3850
CTS: 534 / 0 / 0.573 / 3940
floorplan: 369 / 0 / 0.468 / 2990
global route: 540 / -0.870 / 0.590 / 4160
cells in the final DEF, fill, tap and decap left out, types with 3 or more instances in the layout:
cell type        Yosys  routed
nor3_2               1       3
nand2_1             32      32
nor3_1               9       7
ha_4                 0       3
xor2_1              21      21
buf_4                2      82
or2_4                3       3
nor2b_1              9       9
o21ai_0             18      14
nor2_1              51      45
o211ai_1             4       4
clkdlybuf4s50_1      0      17
a21oi_1             24      22
or3_1                3       3
and3_1               9       9
inv_1                7       7
ha_1                51      48
a211oi_1             3       3
o21a_1               3       3
nand4_1             11      11
and2_1               4       3
nand3_1             16      14
nor2_2               1       6
buf_6                0       4
clkbuf_8             0       3
dfrtp_1             27      27
xnor2_1              3       3
dlygate4sd2_1        0       3
worst max-delay path, stage by stage:
cell	delay, ns
clkdlybuf4s50_1	0.42
or4_4	0.46
buf_6	0.15
or2_4	0.25
a21oi_4	0.13
buf_4	0.16
nor2b_1	0.22
buf_4	0.16
nor4b_4	0.04
buf_4	0.16
ha_4	0.26
nand2_1	0.05
or4_1	0.46
nor2_1	0.13
a211o_1	0.26
buf_6	0.20
nor2_1	0.06
flip-flops by register name, summed over array words and instances (netlist names):
name	cells
bip_en	1
counter	26
timing repair:
| action | in CTS | in global routing |
|---|---|---|
| gates resized | 11 | 40 |
| setup buffers | 0 | 5 |
| endpoints found under the setup margin | 29 | 28 |
| gates cloned | 0 | 1 |
| pin swaps | 3 | 9 |
cell usage after synthesis (all sizes together) (2+ instances only):
cell	instances	area [µm²]
a31oi	2	12.5
a2111oi	3	26.3
dfrtp	27	676
and3	9	56.3
o211ai	4	30.0
or2	5	38.8
or3	3	18.8
nor4	4	31.3
inv	7	26.3
xnor2	3	26.3
nor2b	9	56.3
nand3	16	80.1
clkbuf	10	37.5
or4	2	18.8
nor3	10	55.1
o21ai	18	90.1
nor3b	4	35.0
xor2	21	184
nor2	52	198
o21a	3	22.5
o31ai	2	15.0
and4	2	17.5
a211oi	3	22.5
and2	4	25.0
buf	3	20.0
ha	51	638
nand4	11	68.8
a311oi	2	17.5
nand2	32	120
a21oi	25	136
a21o	2	15.0
nor4b	3	26.3
layer usage:
metal	routed length [µm]	part of all wire (%)	vias up
li1	-	-	1568
met1	4050	50	1448
met2	3680	46	62
met3	280	3.5	2
met4	31	0.39	0
met5	0	0	-
final cells by class:
class	count	area share [%]
tap	72	2.17
sequential	27	16.2
inverter	7	0.632
timing repair buffer	108	21.2
multi-input combinational	322	58.6
clock buffer	3	0.992
clock inverter	1	0.211
how the worst max path moves through the flow:
stage         startpoint       endpoint  slack [ns]  depth (start not counted)
4_1_cts    binary_dst[2]  duty_cycle[1]       0.001                         12
5_1_grt   binary_dst[10]     counter[9]       -0.06                         18
6_report  binary_dst[10]     counter[5]        0.13                         17
Power is estimated from default activity; no workload was simulated.
