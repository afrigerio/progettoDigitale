File: flow/design.v
module RS232 (binary_dist, clk, n_rst, tx);
input [12-1:0] binary_dist;
input clk, n_rst;
output reg tx;
localparam S0 = 3'b00;  
localparam S1 = 3'b01;  
localparam S2 = 3'b10;  
localparam S3 = 3'b11;  
localparam counter_max = 13'd5208;  
reg [12-1:0] sample;
reg [2-1:0] status;
reg [13-1:0] counter;
integer send_cycle; 
always @(posedge clk or negedge n_rst)
begin
	if(!n_rst)
	begin
		status <= S0;
		tx <= 1'b1;  
		counter <= 13'b0;
		send_cycle <= 0;
		sample <= 12'b111111111111;
	end
	else
	begin
		counter <= counter + 13'b1;
		case(status)
			S0:  
			begin
				if(counter == counter_max)
				begin
					status <= S1;
					sample <= binary_dist;
					counter <= 13'b0;
					send_cycle <= 0;
				end
				else
					status <= S0;
			end	
			S1:
			begin
				if(counter == counter_max)
				begin
					counter <= 13'b0;
					send_cycle <= send_cycle + 1;
					if(send_cycle >= 11-1)  
					begin
						status <= S2;
						send_cycle <= 0;
					end
					else
						status <= S1;
				end
				else
					send_cycle <= send_cycle;
				if(send_cycle == 0)
					tx <= 1'b0;  
				else if(send_cycle >= 1 && send_cycle <= 7)
					tx <= sample[send_cycle-1];  
				else if(send_cycle == 8)
					tx <= 1'b0;  
				else if(send_cycle == 9)
					tx <= sample[0] ^ sample[1] ^ sample[2] ^ sample[3] ^ sample[4] ^ sample[5] ^ sample[6];  
				else if(send_cycle == 10)
					tx <= 1'b1;  
				else  
					tx <= 1'b1;
			end
			S2:
			begin
				tx <= 1'b1;
				if(counter == counter_max)
				begin
					status <= S3;
					counter <= 13'b0;
					send_cycle <= 0;
				end
				else
					status <= S2;		
			end
			S3:
			begin
				if(counter == counter_max)
				begin
					counter <= 13'b0;
					send_cycle <= send_cycle + 1;
					if(send_cycle >= 11-1)  
					begin
						status <= S0;
						send_cycle <= 0;
					end
					else
						status <= S3;
				end
				else
					send_cycle <= send_cycle;
				if(send_cycle == 0)
					tx <= 1'b0;  
				else if(send_cycle >= 1 && send_cycle <= 5)
					tx <= sample[send_cycle+7-1];  
				else if(send_cycle >= 6 && send_cycle <= 7)
					tx <= 1'b0;  
				else if(send_cycle == 8)
					tx <= 1'b1;  
				else if(send_cycle == 9)
					tx <= sample[0+7] ^ sample[1+7] ^ sample[2+7] ^ sample[3+7] ^ sample[4+7];  
				else if(send_cycle == 10)
					tx <= 1'b1;  
				else  
					tx <= 1'b1;
			end
			default:
			begin
				status <= S0;
				tx <= 1'b1;
				counter <= 13'b0;
				send_cycle <= 0;
			end
		endcase
	end
end
endmodule
File: flow/constraint.sdc
current_design RS232

set clk_period 5.1
set clk_io_pct 0.2

create_clock -name clk0 -period $clk_period [get_ports {clk}]

set non_clock_inputs [all_inputs -no_clocks]
set_input_delay [expr $clk_period * $clk_io_pct] -clock clk0 $non_clock_inputs
set_output_delay [expr $clk_period * $clk_io_pct] -clock clk0 [all_outputs]
File: flow/run.sh
#!/bin/bash
# OpenROAD 26Q1-2900-gdf79404cd8, Yosys 0.63+post, stock flow scripts
make -C /OpenROAD-flow-scripts/flow DESIGN_CONFIG=/design/flow/config.mk WORK_HOME=/design/flow/orfs finish
File: flow/config.mk
export PLATFORM = sky130hd
export DESIGN_NAME = RS232
export DESIGN_NICKNAME = RS232
export VERILOG_FILES = /design/flow/design.v
export SDC_FILE = /design/flow/constraint.sdc
export NUM_CORES = 4
export LEC_CHECK = 1
export CORE_UTILIZATION = 30
==> flow_metrics.env <==
# implementation run metrics
export IMPL_relSlewSlack_pct=43.68
export IMPL_io_pins=15
export IMPL_hold_path_depth=1
export IMPL_max_stage_delay_ns=0.65
export IMPL_hold_end="counter[0]"
export IMPL_r2r_end="send_cycle[15]"
export IMPL_status="finished, final reports clean"
export IMPL_overflow=0
export IMPL_yosys_area_um2=3796
export IMPL_fp_util_pct=31.21
export IMPL_die_area_um2=13110
export IMPL_syn2layout_area_growth_pct=14.24
export IMPL_r2r_cells=7
export IMPL_finalMaxSlewViolations=0
export IMPL_drtIter0Drc=196
export IMPL_arrival_ns=3.01
export IMPL_internal_power_mw=0.8936
export IMPL_tool_warnings=31
export IMPL_period_used_pct=54.99
export IMPL_top_area_share_pct=31.64
export IMPL_cap_violations=0
export IMPL_synthArstFlopShare_pct=100.0
export IMPL_setup_violations_final=0
export IMPL_portBuffers=14
export IMPL_syn_area_per_cell_um2=9.784
export IMPL_skew_ns=0.009145
export IMPL_top_cell="dfrtp_1"
export IMPL_syn_inst=388
export IMPL_holdBufCountCts=0
export IMPL_wl_met2_mm=3.552
export IMPL_via_per_inst=5.095
export IMPL_hp_class="flip-flop to flip-flop"
export IMPL_cts_tree="done"
export IMPL_clk_latency_ns=0.33
export IMPL_path_clk_slew_ns=0.05
export IMPL_numCtsBuffers=9
export IMPL_top_layer="met4"
export IMPL_ir_drop_mv=0.2481
export IMPL_setup_tns_ns=0
export IMPL_whs_ns=0.4817
export IMPL_powerDensity_nw_per_um2=256.4
export IMPL_chipWidth_um=114.5
export IMPL_synth_cell_types=52
export IMPL_tightest_slew_ns=0.8438
export IMPL_cts_setup_buffers=0
export IMPL_rsz0062_at_grt="false"
export IMPL_n_antenna_cell=0
export IMPL_routedWlPerCell_um=13.57
export IMPL_cts_resized=0
export IMPL_grt_pass1_wl_mm=13.87
export IMPL_routedLengthMet1_mm=3.704
export IMPL_cp_max_fo=13
export IMPL_routed_wl_mm=7.724
export IMPL_cpMaxStageDelayCell="dfrtp_1"
export IMPL_sw_frac_of_total_pct=19.64
export IMPL_leakage_nw=1.739
export IMPL_detail_route_antenna_nets=0
export IMPL_hp_start="counter[0]"
export IMPL_r2r_start="send_cycle[1]"
export IMPL_drc=0
export IMPL_required_ns=5.31
export IMPL_ys_seq_share_pct=41.33
export IMPL_max_freq_mhz=356.6
export IMPL_placementRows=40
export IMPL_h_tree_depth=3
export IMPL_gp_congestion=0.8661
export IMPL_wl_met3_um=389
export IMPL_worstSetupPathType="flip-flop to flip-flop"
export IMPL_ys_top_cells_by_area="dfrtp_1, dfstp_2, xnor2_1, xor2_1, mux2_2"
export IMPL_combPwrFrac_pct=3.7
export IMPL_crit_chain="ha_1 > and4_1 > and3_1 > nand4_1 > nor2_1 > mux2_2 > a22o_1"
export IMPL_p_sw_mw=0.2184
export IMPL_antenna_found_initial=0
export IMPL_ys_top_cells_by_count="dfrtp_1, nor2_1, nand2_1"
export IMPL_fin_crit_ns=2.804
export IMPL_grt_pass1_vias=2776
export IMPL_flop_cell="dfrtp_1"
export IMPL_core_um2=12160
export IMPL_ys_cells=388
export IMPL_die_y_um=114.5
export IMPL_grt_usage_pct=13.41
export IMPL_syn_area_um2=3796
export IMPL_cp_start_kind="flip-flop"
export IMPL_reg2reg_slack_ns=2.30
export IMPL_top_area_cell="dfrtp_1"
export IMPL_cts_path_max_buffers=2
export IMPL_worstSetupEndpointType="flip-flop"
export IMPL_finalHoldViolCount=0
export IMPL_dr_pass1_iters=4
export IMPL_numSynthFlops=62
export IMPL_clockPowerShare_pct=50.6
export IMPL_root_buffer="clkbuf_16"
export IMPL_cts_sinks=62
export IMPL_grt_max_degree=34
export IMPL_yosys_warnings=1
export IMPL_power_frac_seq_pct=45.7
export IMPL_drive_above_1_share_pct=15.96
export IMPL_vias=2899
export IMPL_dp_hpwl_mm=5.442
export IMPL_edf_count=0
per-layer routing:
| layer | GRT usage [%] | vias up |
|---|---|---|
| li1 | - | 1422 |
| met1 | 20.95 | 1395 |
| met5 | 0 | - |
| met3 | 3.182 | 6 |
| met4 | 2.424 | 0 |
| met2 | 19.52 | 76 |
state kept, by name, indices dropped and copies added (netlist names):
signal,cells
tx,1
counter,13
send_cycle,32
status,4
sample,12
cell usage in the layout (no fill, tap or decap), drive strengths merged, types with 2 or more instances in the layout:
cell type,netlist,final
o211ai,3,3
xnor2,25,25
a31oi,4,4
nand2b,4,4
o311ai,2,2
dfstp,14,14
a41o,2,2
dfrtp,48,48
nor2b,2,2
a221oi,2,2
o21ai,17,17
clkbuf,4,16
o2111ai,2,2
nor4,14,14
buf,14,2
nor2,39,39
mux2i,4,4
inv,14,14
or4,2,2
mux2,13,13
nand4,10,10
and4,5,5
and2,4,4
a21oi,10,10
o22ai,5,5
nand3,25,25
nand2,28,28
o31ai,2,2
and3,15,15
mux4,5,5
ha,9,9
clkdlybuf4s50,0,13
xor2,18,18
nor3,13,13
nor4b,2,2
stage by stage:
stage | cell area [µm²] | setup WS, ns | power (mW) | cells | util [%]
floorplan | 3796 | 2.729 | 0.5339 | 388 | -
finish | 4337 | 2.296 | 1.112 | 569 | 35.66
detailed placement | 4055 | 2.325 | 0.5585 | 553 | 33.34
CTS | 4337 | 2.319 | 1.136 | 569 | 35.66
global placement | 4055 | 2.343 | 0.5577 | 553 | 33.34
global route | 4337 | 2.094 | 1.162 | 569 | 35.66
final cells by class:
type | instances | area (µm²)
timing repair buffer | 15 | 142.6
tap | 168 | 210.2
inverter | 14 | 52.55
fill | 1174 | 7825
sequential | 62 | 1569
multi-input combinational | 294 | 2081
clock buffer | 16 | 281.5
worst max-delay path, delay by kind of cell (launching register included):
kind	cells	cell delay, ns
multiplexers	1	0.34
flip-flops	1	0.65
AND-OR/OR-AND	1	0.20
adder cells (fa/ha/maj)	1	0.30
AND/OR/NAND/NOR	4	1.19
worst max path at each step:
stage | depth (start not counted) | startpoint | slack (ns) | endpoint
final | 7 | send_cycle[1] | 2.30 | send_cycle[15]
after global routing | 7 | send_cycle[1] | 2.09 | send_cycle[15]
after CTS | 7 | send_cycle[1] | 2.32 | send_cycle[15]
power groups by stage:
stage	Sequential (mW)	Clock, mW	Combinational (mW)
after global routing	0.508	0.607	0.0473
after CTS	0.507	0.585	0.0434
final	0.508	0.563	0.0416
kinds of logic (layout without fill, tap and decap cells):
| family | after synthesis | count (layout) | share of synthesized area [%] |
|---|---|---|---|
| multiplexers | 22 | 22 | 7.877 |
| XOR/XNOR | 43 | 43 | 9.921 |
| AND-OR/OR-AND | 55 | 55 | 9.196 |
| buffers and inverters | 32 | 45 | 3.856 |
| AND/OR/NAND/NOR | 165 | 165 | 24.85 |
| flip-flops | 62 | 62 | 41.33 |
| adder cells (fa/ha/maj) | 9 | 9 | 2.966 |
Power figures rest on the tool's default switching activity, not on a simulated workload.
